`config.mk`:
```
export PLATFORM = sky130hd
export DESIGN_NAME = power_of_8
export DESIGN_NICKNAME = power_of_8
export VERILOG_FILES = /design/flow/design.v
export SDC_FILE = /design/flow/constraint.sdc
export NUM_CORES = 4
export LEC_CHECK = 1
export CORE_UTILIZATION = 50
```
`constraint.sdc`:
```
current_design power_of_8

set clk_period 16.6
set clk_io_pct 0.2

create_clock -name clk0 -period $clk_period [get_ports {clk}]

set non_clock_inputs [all_inputs -no_clocks]
set_input_delay [expr $clk_period * $clk_io_pct] -clock clk0 $non_clock_inputs
set_output_delay [expr $clk_period * $clk_io_pct] -clock clk0 [all_outputs]
```
`design.v`:
```
`timescale 1ns / 1ps
module power_of_8(
    input 			clk,
    input 			reset_n,
	input 			i_valid,
    input	[31:0] 	i_value,
	output 			o_valid,
    output 	[63:0] 	o_power_of_8
    );
	reg 	[2:0] 	r_valid;  
	reg 	[63:0] 	r_power_of_2;  
	reg 	[63:0] 	r_power_of_4;  
	reg 	[63:0] 	r_power_of_8;  
	wire 	[63:0] 	power_of_2;  
	wire 	[63:0] 	power_of_4;  
	wire 	[63:0] 	power_of_8;  
	always @(posedge clk or negedge reset_n) begin
	    if(!reset_n) begin
			r_valid <= 3'd0;
	    end else begin
			r_valid <= {r_valid[1:0], i_valid};
	    end
	end
	always @(posedge clk or negedge reset_n) begin
	    if(!reset_n) begin
			r_power_of_2 <= 64'd0;
			r_power_of_4 <= 64'd0;
			r_power_of_8 <= 64'd0;
	    end else begin
			r_power_of_2 <= power_of_2;
			r_power_of_4 <= power_of_4;
			r_power_of_8 <= power_of_8;
	    end
	end
	assign power_of_2 = i_value * i_value;
	assign power_of_4 = r_power_of_2 * r_power_of_2;
	assign power_of_8 = r_power_of_4 * r_power_of_4;
	assign o_valid = r_valid[2];
	assign o_power_of_8 = r_power_of_8;
endmodule
```
`run.sh`:
```
#!/bin/bash
# OpenROAD 26Q1-2900-gdf79404cd8, Yosys 0.63+post, stock flow scripts
make -C /OpenROAD-flow-scripts/flow DESIGN_CONFIG=/design/flow/config.mk WORK_HOME=/design/flow/orfs finish
```
==> reports/results.txt <==
status -> completed
fraction of registers with async set/reset -> 1.00
Final Setup Violations -> 0
dominant logic cell type in the layout -> inv_1
DR iter-0 viols -> 2968
Arrival @ worst endpoint -> 12.02 ns
post-synthesis sequential area ratio -> 0.0343
antenna viol nets, final -> 0
fp util -> 0.504
post-synthesis cell count -> 14322
initial antenna violation count -> 2
# H-tree levels -> 4
Hold Crit Class -> reg -> reg
Tmin final -> 11.52 ns
Req. time, crit path -> 17.09 ns
drt total wl -> 362000 um
postcts setup bufs -> 0
Reg2Reg Launch Point -> r_power_of_4[15]$_DFF_PN0_
Worst Setup End Kind -> flip-flop
fraction of layout cells with a size suffix above 1 -> 0.0208
Slew Limit Headroom -> 0.356
DIE HEIGHT -> 528 um
clk_skew -> 0.0502 ns
DRC -> 0
I/O pins -> 100
clk root buf -> clkbuf_16
YS warnings -> 1
gr ovfl total -> 0
Max Cap Viol -> 0
Yosys cell types -> 76
r2r setup slk -> 5.81 ns
Post-CTS Hold Buffers -> 0
EDFF count, synth -> 0
CTS max path bufs -> 3
Gate Area -> 113000 um2
Final Wtd Congestion -> 0.967
Pre-Repair DR Iteration Count -> 5
cts bufs inserted -> 25
Max Clk Rate -> 0.0868 GHz
post_cts resized -> 0
Top cell area share -> 0.582
CTS tree -> built
via count -> 87585
tally of OpenROAD warnings -> 145
yosys cell count -> 14322
Post-Synthesis Mean Instance Area -> 9.67 um2
Rows -> 192
Die ar. -> 279000 um2
setup TNS -> 0 ns
pin count of the biggest net entering global routing -> 76
clock sink count -> 190
RSZ-0062 raised after global routing -> false
Area Growth Syn to Fin -> 4.42%
crit path from -> i_value[11]
CTS clk-pin slew, worst paths -> 0.08 ns
chip area in the Yosys report -> 138000 um2
Latency at later pin -> 0.60 ns
CORE AREA -> 275000 um2
Vias/cell -> 4.89
hpwl dp -> 303000 um
top cells, area -> fa_1 58%, inv_1 13%, ha_1 9.6%, and2_1 4.8%, nand2_1 3.5%
max-slew violations -> 0
wire length per cell -> 20.2 um
area leader, netlist -> fa_1
Layout fillers -> 25113
first-pass GRT wire length -> 585000 um
Hold Path Origin -> r_valid[0]$_DFF_PN0_
Dominant flop cell -> dfrtp_1
Worst Path Max Fanout -> 26
Final Cycle Share -> 0.694
Die Wd -> 528 um
Slew @ Worst Pin -> 0.960 ns
Syn Std Cell Area -> 138000 um2
#FFs+latches synth -> 190
GRT Overall Usage -> 0.306
FF+latch area -> 4800 um2
vias in the first global route -> 101536
Port-buffer cells -> 98
CP startpoint kind -> input pin
Hold Fails Final Rpt -> 0
Top Layout Cells -> 4971 x inv_1, 4028 x fa_1, 1285 x nand2_1, 1059 x ha_1, 1056 x and2_1
crit path kind -> in -> reg
## path summary, 6_finish.rpt
kind,cells past startpoint,endpoint
min reg2reg,0,r_valid[1]$_DFF_PN0_
max reg2reg,32,r_power_of_8[63]$_DFF_PN0_
max in group asynchronous,3,r_power_of_2[17]$_DFF_PN0_
min in group asynchronous,1,r_power_of_8[7]$_DFF_PN0_
min,0,r_valid[1]$_DFF_PN0_
max,28,r_power_of_2[62]$_DFF_PN0_
## through the flow
step	setup slack [ns]	hold WS, ns	area, um2	cells	utilization
CTS	5.04	0.357	145000	17889	0.527
global route	4.55	0.359	145000	17890	0.527
finish	5.08	0.354	145000	17893	0.527
global placement	4.45	0.333	144000	17856	0.524
floorplan	6.11	0.331	139000	14362	-
detailed placement	4.43	0.337	144000	17856	0.524
## Yosys cell counts, drive strengths merged (15+ instances only)
master / count
a211oi: 22
a21o: 78
a21oi: 191
a31oi: 17
and2: 1056
and3: 20
clkbuf: 465
dfrtp: 190
fa: 4028
ha: 1059
inv: 4979
nand2: 1285
nand3: 38
nand4: 21
nor2: 242
nor2b: 35
nor3: 22
o211ai: 15
o21ai: 106
o21bai: 31
or2: 16
xnor2: 180
xor2: 85
## logic make-up (layout without fill, tap and decap cells)
logic type / Yosys count / after routing / share of synthesized area
other: 2 / 46 / 0.0000542
muxes: 6 / 6 / 0.000443
adders and majority gates: 5087 / 5087 / 0.678
xor gates and xnor gates: 265 / 265 / 0.0168
DFF: 190 / 190 / 0.0343
and+or+nand+nor: 2770 / 2770 / 0.0974
AOI/OAI and AO/OA: 544 / 544 / 0.0252
buffers and inverters: 5458 / 5299 / 0.148
## per-layer routing
metal	track usage	share of wire
met5	0.00381	0.00020
met4	0.0731	0.034
met3	0.134	0.11
met2	0.470	0.49
met1	0.423	0.37
## flip-flops by register name (all words and copies together), names as in the netlist
| register | flops |
|---|---|
| r_power_of_2 | 62 |
| r_valid | 3 |
| r_power_of_4 | 62 |
| r_power_of_8 | 63 |
## worst max-delay path: stages
cell	delay [ns]
clkdlybuf4s50_1	0.45
buf_4	0.36
clkinv_1	0.59
nor2_1	0.32
fa_1	0.51
fa_1	0.48
fa_1	0.54
inv_1	0.05
fa_1	0.49
inv_1	0.05
fa_1	0.55
inv_1	0.05
fa_1	0.49
inv_1	0.05
fa_1	0.58
inv_1	0.08
fa_1	0.48
inv_1	0.05
ha_1	0.34
a21oi_1	0.17
o21ai_0	0.17
a221oi_1	0.38
o211ai_1	0.16
a22oi_1	0.41
a21o_1	0.29
o21bai_1	0.16
a31o_2	0.26
a32oi_1	0.15
## final cells by class
class / instances / area share
repair buffers: 276 / 0.0161
clock buffers: 27 / 0.00452
multi-input cells: 8714 / 0.784
clock inverters: 6 / 0.000623
well taps: 3686 / 0.0319
flip-flops and latches: 190 / 0.0332
inverters: 4990 / 0.130
diodes: 4 / 0.0000692
