## ./config.mk

```make
export PLATFORM = sky130hd
export DESIGN_NAME = power_of_8_dw
export DESIGN_NICKNAME = power_of_8_dw
export VERILOG_FILES = /design/flow/design.v
export SDC_FILE = /design/flow/constraint.sdc
export NUM_CORES = 4
export LEC_CHECK = 1
export CORE_UTILIZATION = 40
```

## ./constraint.sdc

```tcl
current_design power_of_8_dw

set clk_period 12.2
set clk_io_pct 0.2

create_clock -name clk0 -period $clk_period [get_ports {clk}]

set non_clock_inputs [all_inputs -no_clocks]
set_input_delay [expr $clk_period * $clk_io_pct] -clock clk0 $non_clock_inputs
set_output_delay [expr $clk_period * $clk_io_pct] -clock clk0 [all_outputs]
```

## ./design.v

```verilog
`timescale 1ns/1ns
module power_of_8_dw (
    input clk, reset_n,
    input   [31:0]  i_value,
    output  [31:0]  o_value
);
integer i;
reg [31:0] r_power_of_2;
reg [31:0] r_power_of_4;
wire [31:0] power_of_2;
wire [31:0] power_of_4;
always @(posedge clk or negedge reset_n) begin
    if (!reset_n) begin
        r_power_of_2 <= 0;
        r_power_of_4 <= 0;
    end
    else begin
        r_power_of_2 <= i_value;
        r_power_of_4 <= power_of_2;
    end
end
assign power_of_2 = r_power_of_2 * r_power_of_2;
assign power_of_4 = r_power_of_4 * r_power_of_4;    
assign o_value = power_of_4;
endmodule
```

## ./run.sh

```bash
#!/bin/bash
# OpenROAD 26Q1-2900-gdf79404cd8, Yosys 0.63+post, stock flow scripts
make -C /OpenROAD-flow-scripts/flow DESIGN_CONFIG=/design/flow/config.mk WORK_HOME=/design/flow/orfs finish
```

==> notes.md <==
Implementation results

The mean routed wirelength per cell is 14.7 µm. The worst setup path is captured at a primary output. The gate-level netlist out of Yosys references 58 unique cell types.

After its last routability iteration, the placer logged a weighted congestion of 0.884. The clock tree buffer depth is 2. The TritonCTS clock tree is done.

Wire segments on met3 add up to 4730 µm in the final route. The most used flip-flop cell after synthesis is dfrtp_1. Once synthesis finished, the tally of register bits stood at 61. The post-cts repair resize count is 0. Once detail routing completed, the nets flagged for antenna violations numbered 0. Per the skew report, the later register of the worst-skew pair sees a clock latency of 360 ps.

The area fraction of the largest cell type after synthesis is 0.513. Yosys attributes the largest share of cell area to fa_1 (51%), ha_1 (13%), inv_1 (12%). The synthesized netlist has a Yosys-reported chip area of 27100 µm². After clock tree synthesis, the setup repair step added 0 buffers. The wire-length estimate of the detail-placed layout is 46500 µm. The CTS H-tree depth is 3. In the final report, the number of endpoints failing setup comes to 0. The area growth from synthesis to layout is 7.44%.

The post-CTS clock slew at the launch and capture registers of the worst setup and hold paths is 60 ps. The run finished with clean final reports. The number of DRC violations after detailed routing is 0. The wire length of the first global-routing pass is 96500 µm. The synthesis report gives the async set-or-reset register share as 1.00.

The number of I/O port buffers is 62. In the final routing, the length of wire on met1 measures 23300 µm. For this run, the total global-route usage over all layers was measured as 0.186. Buffers inserted during clock tree synthesis total 9. The chip occupies 68800 µm². Row generation in the floorplan step produced 95 rows. STA classifies the critical path startpoint as a register. The violation count after the first detailed-routing iteration is 520. The most critical min-delay path falls under register to register. Summed over all layers, the global routing overflow is 0.

Setup repair after global routing left no endpoint under its margin. For the pin with the worst max-slew slack, the measured transition is 794 ps. The pre-placement core utilization is 0.404. The root cell of the clock tree is clkbuf_16. Looking at area per cell type in the netlist, the leader is fa_1. In the post-route report, total wirelength is listed as 54400 µm. The via count of the first global-routing pass came to 19860. The length of the first detailed-routing pass in iterations is 21. Counting the warning lines in the Yosys log gives 1. The largest clock skew in the final design is 7.75 ps. In the final report, the number of hold violations comes to 0. The highest clock rate this design can be run at is 92.3 MHz. The report puts the hold buffer count at CTS at 0. The clock period minus final worst setup slack is 10830 ps.

By count the netlist is led by inv_1 (857), fa_1 (695), ha_1 (280). Entering global routing, the biggest net connects 36 pins. The synthesized area per cell is 9.79 µm². The horizontal die dimension reported for this design is 262 µm.

66 I/O pins were placed. After synthesis the cells add up to 27100 µm².

Detailed routing placed a total of 25200 µm of wire on met2. The initial antenna violation count is 0. The most popular library cell in the synthesized design by count is inv_1. In this run the maximum-capacitance check reported violations numbering 0.

After synthesis, the design contains 2768 cells according to Yosys. The detailed-route vias per instance is 4.59. The final max-slew violation count is 0. The aggregate negative setup slack is 0 ps. Across all layers, the routed design uses 16948 vias. In this run the top signal layer used is met4. The share of cells above drive strength 1 is 0.0213. In the synthesized netlist, the number of instances is 2768.

The core footprint is 67200 µm². Of the synthesized area, sequential elements account for 0.0563. The number of warnings in the stage logs is 71. The CTS log lists the clock sinks for this run as 61. For the worst setup path, the data required time is 9760 ps. Yosys mapped a number of flops with a built-in enable equal to 0. Data on the critical path arrives at its endpoint at 8390 ps. The die outline height is 262 µm. The post-route fraction of the period consumed by the critical path is 0.888. The critical path class is register to primary output. Across all checked pins, the minimum headroom to the slew limit is 0.471. The critical-path maximum fanout is 15.
## worst max-delay path, cell delays in order, from the launching register on
cell and delay (ps):
dfrtp_1 620, buf_4 330, nand2_1 100, fa_1 560, inv_1 70, fa_1 480, fa_1 520, inv_1 50
fa_1 470, inv_1 50, fa_1 490, inv_1 50, fa_1 530, inv_1 50, fa_1 490, fa_1 410
ha_1 380, and4_1 290, and3_1 270, nand4_1 260, a21oi_1 270, nor2_1 80, o221ai_1 430, o41ai_1 140
xnor2_1 150, clkdlybuf4s50_1 480
## registers in the layout, summed over array words and instances, names as in the netlist
signal and flops:
r_power_of_4 30, r_power_of_2 31
## path summary, 6_finish.rpt
path / from / to / slack, ps / cells past startpoint
worst max-delay path: r_power_of_4[5] / o_value[30] / 1370 / 25
worst min-delay path: r_power_of_2[0] / r_power_of_4[0] / 710 / 1
worst max register to register: r_power_of_2[14] / r_power_of_4[29] / 4420 / 23
worst min register to register: r_power_of_2[0] / r_power_of_4[0] / 710 / 1
max in group asynchronous: reset_n / r_power_of_4[4] / 9200 / 2
min in group asynchronous: reset_n / r_power_of_2[18] / 2090 / 1
## cells by family after synthesis
kind of cell,Yosys count,synth area share
fa+ha+maj,975,0.643
buf+inv,933,0.130
simple gates,557,0.104
compound gates,149,0.0375
xor+xnor,89,0.0288
flops,61,0.0563
other cells,2,0.000277
mux,2,0.000785
## routing by layer
layer,up-vias,GRT usage
met5,-,0
met4,0,0.0329
met3,66,0.0714
met2,531,0.289
met1,8359,0.266
li1,7992,-
## cells in the final DEF (no fill, tap or decap), drive strengths merged, types with 3 or more instances in the layout
cell type	count
xnor2	67
and3	10
and2	242
inv	858
nor2	47
nand3	14
nand4	4
nand2	209
or2	3
a21o	31
dfrtp	61
nor2b	8
a31oi	9
a211oi	7
a21oi	39
ha	280
nand2b	3
o21bai	9
conb	24
xor2	22
fa	695
clkinv	3
o21ai	25
nor3	10
o2111ai	3
clkdlybuf4s50	61
clkbuf	9
buf	27
## final cells by class
type                       instances  area (µm²)
antenna                            1        2.50
sequential                        61        1530
multi-input combinational       1796       22100
tap                              873        1090
timing repair buffer              88         811
clock buffer                       9         225
clock inverter                     7        98.8
fill                            6231       38000
inverter                         857        3220
## per-stage QoR
step | util | worst slack, ps | instance area [µm²] | hold WS [ps] | instances
6_report | 0.434 | 1370 | 29100 | 706 | 3692
5_1_grt | 0.434 | 868 | 29100 | 739 | 3691
4_1_cts | 0.434 | 1290 | 29100 | 722 | 3691
3_5_place_dp | 0.429 | 1680 | 28800 | 717 | 3675
3_3_place_gp | 0.429 | 1690 | 28800 | 717 | 3675
2_1_floorplan | - | 2980 | 27200 | 412 | 2790
